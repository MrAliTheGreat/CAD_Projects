**design/flow/run.sh**
```bash
#!/bin/bash
# OpenROAD 26Q1-2900-gdf79404cd8, Yosys 0.63+post, stock flow scripts
make -C /OpenROAD-flow-scripts/flow DESIGN_CONFIG=/design/flow/config.mk WORK_HOME=/design/flow/orfs finish
```
**design/flow/config.mk**
```make
export PLATFORM = sky130hd
export DESIGN_NAME = Circuit2
export DESIGN_NICKNAME = Circuit2
export VERILOG_FILES = /design/flow/design.v
export SDC_FILE = /design/flow/constraint.sdc
export NUM_CORES = 4
export LEC_CHECK = 1
export CORE_AREA = 10 10 90 90
export DIE_AREA = 0 0 100 100
```
**design/flow/design.v**
```verilog
`timescale 1ns/1ns
module Adder_8(input A7 , A6 , A5 , A4 , A3 , A2 , A1 , A0 ,
               input B7 , B6 , B5 , B4 , B3 , B2 , B1 , B0 ,
               output out7 , out6 , out5 , out4 , out3 , out2 , out1 , out0 , cout);
  wire cout1 , cout2 , cout3 , cout4 , cout5 , cout6 , cout7;
  FullAdder cut_FA_1(A0 , B0 , 1'b0 , out0 , cout1);
  FullAdder cut_FA_2(A1 , B1 , cout1 , out1 , cout2);
  FullAdder cut_FA_3(A2 , B2 , cout2 , out2 , cout3);
  FullAdder cut_FA_4(A3 , B3 , cout3 , out3 , cout4);
  FullAdder cut_FA_5(A4 , B4 , cout4 , out4 , cout5);
  FullAdder cut_FA_6(A5 , B5 , cout5 , out5 , cout6);
  FullAdder cut_FA_7(A6 , B6 , cout6 , out6 , cout7);
  FullAdder cut_FA_8(A7 , B7 , cout7 , out7 , cout);
endmodule
`timescale 1ns/1ns
module Circuit2(input clk , rst , start ,
               input A3 , A2 , A1 , A0 , B3 , B2 , B1 , B0 ,
               output out7 , out6 , out5 , out4 , out3 , out2 , out1 , out0);
  wire rst_out , ld_A , ld_B , l_1 , l_2 , shctrl_1 , shctrl_0 , ld_out;
  Datapath cut_datapath(clk , rst_out , ld_A , ld_B , l_1 , l_2 , shctrl_1 , shctrl_0 , ld_out ,
                        A3 , A2 , A1 , A0 , B3 , B2 , B1 , B0 ,
                        out7 , out6 , out5 , out4 , out3 , out2 , out1 , out0);  
  Controller cut_controller(clk , rst , start , rst_out , ld_A , ld_B , l_1 , l_2 , shctrl_1 , shctrl_0 , ld_out);
endmodule
`timescale 1ns/1ns
module Controller(input clk , rst , start , output rst_out , ld_A , ld_B , l_1 , l_2 , shctrl_1 , shctrl_0 , ld_out);
  wire ps2 , ps1 , ps0 , ns2 , ns1 , ns0;
  wire and_1 , and_2 , and_3 , and_4 , and_5 , and_6 , and_7 , and_8 , and_9 , and_10 , and_11 , and_12 , and_13;
  wire or_1 , or_2;
  wire not_ps2 , not_ps1 , not_ps0;
  not cut_not_3(not_ps2 , ps2);  
  not cut_not_1(not_ps1 , ps1);  
  not cut_not_2(not_ps0 , ps0);  
  and cut_and_1(and_1 , not_ps1 , not_ps0);  
  and cut_and_2(and_2 , and_1 , ps2);  
  and cut_and_3(and_3 , ps1 , ps0);  
  and cut_and_4(and_4 , and_3 , not_ps2);  
  or cut_or_1(or_1 , and_4 , and_2);  
  assign ns2 = or_1; 
  and cut_and_5(and_5 , not_ps2 , not_ps1);  
  and cut_and_6(and_6 , and_5 , ps0);  
  and cut_and_7(and_7 , not_ps2 , not_ps0);  
  and cut_and_8(and_8 , and_7 , ps1);  
  or cut_or_2(ns1 , and_6 , and_8);  
  and cut_and_9(and_9 , and_5 , not_ps0);  
  and cut_and_10(and_10 , and_9 , start);  
  or cut_or_3(or_2 , and_8 , and_2);
  or cut_or_4(ns0 , or_2 , and_10);
  assign ld_A = and_6;
  assign ld_B = and_6;
  assign rst_out = and_6;
  and cut_and_11(and_11 , not_ps2 , ps1);  
  assign l_1 = and_11;
  assign l_2 = or_2;
  and cut_and_12(and_12 , ps2 , ps0);  
  and cut_and_13(shctrl_1 , and_12 , not_ps1);  
  assign shctrl_0 = or_1;
  and cut_and_14(and_13 , ps2 , not_ps1);  
  or cut_or_5(ld_out , and_13 , and_11);
  Register_3 cut_state(clk , rst , 1'b1 , ns2 , ns1 , ns0 , ps2 , ps1 , ps0);
endmodule
`timescale 1ns/1ns
module Datapath(input clk , rst_out , ld_A , ld_B , l_1 , l_2 , shctrl_1 , shctrl_0 , ld_out ,
                input A3 , A2 , A1 , A0 , B3 , B2 , B1 , B0 ,
                output out7 , out6 , out5 , out4 , out3 , out2 , out1 , out0);
  wire outA3 , outA2 , outA1 , outA0 , outB3 , outB2 , outB1 , outB0;
  wire outMUXA_1 , outMUXA_0 , outMUXB_1 , outMUXB_0;
  wire out_mul_3 , out_mul_2 , out_mul_1 , out_mul_0;
  wire out_sh7 ,  out_sh6 , out_sh5 , out_sh4 , out_sh3 , out_sh2 , out_sh1 , out_sh0;
  wire out_add7 , out_add6 , out_add5 , out_add4 , out_add3 , out_add2 , out_add1 , out_add0 , cout_add;
  Register_4 cut_reg_A(clk , 1'b0 , ld_A , A3 , A2 , A1 , A0 , outA3 , outA2 , outA1 , outA0);
  Register_4 cut_reg_B(clk , 1'b0 , ld_B , B3 , B2 , B1 , B0 , outB3 , outB2 , outB1 , outB0);
  MUX_2to1 cut_MUX_A1(outA3 , outA1 , l_1 , outMUXA_1);
  MUX_2to1 cut_MUX_A2(outA2 , outA0 , l_1 , outMUXA_0);
  MUX_2to1 cut_MUX_B1(outB3 , outB1 , l_2 , outMUXB_1);
  MUX_2to1 cut_MUX_B2(outB2 , outB0 , l_2 , outMUXB_0);
  Multiplier_2 cut_mul(outMUXA_1 , outMUXA_0 , outMUXB_1 , outMUXB_0 , out_mul_3 , out_mul_2 , out_mul_1 , out_mul_0);
  Shift cut_shift_logic(out_mul_3 , out_mul_2 , out_mul_1 , out_mul_0 , shctrl_1 , shctrl_0 ,
                        out_sh7 ,  out_sh6 , out_sh5 , out_sh4 , out_sh3 , out_sh2 , out_sh1 , out_sh0);
  Adder_8 cut_adder(out_sh7 ,  out_sh6 , out_sh5 , out_sh4 , out_sh3 , out_sh2 , out_sh1 , out_sh0 ,
                    out7 , out6 , out5 , out4 , out3 , out2 , out1 , out0 ,
                    out_add7 , out_add6 , out_add5 , out_add4 , out_add3 , out_add2 , out_add1 , out_add0 , cout_add);
  Register_8 cut_reg_out(clk , rst_out , ld_out , 
                         out_add7 , out_add6 , out_add5 , out_add4 , out_add3 , out_add2 , out_add1 , out_add0 ,
                         out7 , out6 , out5 , out4 , out3 , out2 , out1 , out0);  
endmodule
`timescale 1ns/1ns
module FullAdder(input in1 , in2 , cin , output sum , cout);
  wire a , b , c;
  xor cut_xor_1(a , in1 , in2);
  xor cut_xor_2(sum , a , cin);
  and cut_and_1(b , a , cin);
  and cut_and_2(c , in1 , in2);
  or cut_or_1(cout , b , c);
endmodule
`timescale 1ns/1ns
module Multiplier_2(input A1 , A0 , B1 , B0 , output P3 , P2 , P1 , P0);
  wire a , b , c , d , e , f , g , h , i , j , k , l;
  and cut_and_1(a , A0 , B0);
  and cut_and_2(b , A1 , B1);
  and cut_and_3(P3 , a , b);
  nand cut_nand_1(c , A0 , B0);
  and cut_and_4(P2 , b , c);
  xor cut_xor_1(d, A0 , B0);
  and cut_and_5(e , b , d);
  and cut_and_6(f , A1 , B0);
  not cut_not_1(g , B1);
  and cut_and_7(h , f , g);
  or cut_or_1(i , e , h);
  and cut_and_8(j , A0 , B1);
  not cut_not_2(k , A1);
  and cut_and_9(l , j , k);
  or cut_or_2(P1 , i , l);
  and cut_and_10(P0 , A0 , B0);
endmodule
`timescale 1ns/1ns
module MUX_2to1(input in1 , in2 , sel , output out);
  wire inv_sel , a , b;
  not not_gate(inv_sel , sel);
  and and_gate1(a , in1 , inv_sel);
  and and_gate2(b , in2 , sel);
  or or_gate(out , a , b);
endmodule
`timescale 1ns/1ns
module Shift(input A3 , A2 , A1 , A0 , shctrl_1 , shctrl_0 ,
             output out7 ,  out6 , out5 , out4 , out3 , out2 , out1 , out0);
  wire ctrl_or , out_mux_1 , out_mux_2 , out_mux_3 , out_mux_4;
  or cut_or_1(ctrl_or , shctrl_1 , shctrl_0);
  MUX_2to1 cut_MUX_7(1'b0 , A3 , shctrl_1 , out7);
  MUX_2to1 cut_MUX_6(1'b0 , A2 , shctrl_1 , out6);
  MUX_2to1 cut_MUX_5a(A3 , A1 , shctrl_1 , out_mux_1);
  MUX_2to1 cut_MUX_5b(1'b0 , out_mux_1 , ctrl_or , out5);
  MUX_2to1 cut_MUX_4a(A2 , A0 , shctrl_1 , out_mux_2);  
  MUX_2to1 cut_MUX_4b(1'b0 , out_mux_2 , ctrl_or , out4);
  MUX_2to1 cut_MUX_3a(A3 , A1 , shctrl_0 , out_mux_3);  
  MUX_2to1 cut_MUX_3b(out_mux_3 , 1'b0 , shctrl_1 , out3);
  MUX_2to1 cut_MUX_2a(A2 , A0 , shctrl_0 , out_mux_4);  
  MUX_2to1 cut_MUX_2b(out_mux_4 , 1'b0 , shctrl_1 , out2);
  MUX_2to1 cut_MUX_1(A1 , 1'b0 , ctrl_or , out1);
  MUX_2to1 cut_MUX_0(A0 , 1'b0 , ctrl_or , out0);  
endmodule
`timescale 1ns/1ns
module Register_1(input clk , rst , load , in , output reg out);
  always @ (posedge clk , posedge rst) begin
    if(rst) out <= 1'b0;
    else
      if(load) out <= in;
  end
endmodule
`timescale 1ns/1ns
module Register_3(input clk , rst , ld , 
                  input in2 , in1 , in0 ,
                  output out2 , out1 , out0);
  Register_1 cut_reg_1(clk , rst , ld , in2 , out2);
  Register_1 cut_reg_2(clk , rst , ld , in1 , out1);
  Register_1 cut_reg_3(clk , rst , ld , in0 , out0);
endmodule
`timescale 1ns/1ns
module Register_4(input clk , rst , ld , 
                  input in3 , in2 , in1 , in0 ,
                  output out3 , out2 , out1 , out0);
  Register_1 cut_reg_1(clk , rst , ld , in3 , out3);
  Register_1 cut_reg_2(clk , rst , ld , in2 , out2);
  Register_1 cut_reg_3(clk , rst , ld , in1 , out1);
  Register_1 cut_reg_4(clk , rst , ld , in0 , out0);
endmodule
`timescale 1ns/1ns
module Register_8(input clk , rst , ld , 
                  input in7 , in6 , in5 , in4 , in3 , in2 , in1 , in0 ,
                  output out7 , out6 , out5 , out4 , out3 , out2 , out1 , out0);
  Register_1 cut_reg_1(clk , rst , ld , in7 , out7);
  Register_1 cut_reg_2(clk , rst , ld , in6 , out6);
  Register_1 cut_reg_3(clk , rst , ld , in5 , out5);
  Register_1 cut_reg_4(clk , rst , ld , in4 , out4);
  Register_1 cut_reg_5(clk , rst , ld , in3 , out3);
  Register_1 cut_reg_6(clk , rst , ld , in2 , out2);
  Register_1 cut_reg_7(clk , rst , ld , in1 , out1);
  Register_1 cut_reg_8(clk , rst , ld , in0 , out0);
endmodule
```
**design/flow/constraint.sdc**
```tcl
current_design Circuit2

set clk_period 1.1
set clk_io_pct 0.2

create_clock -name clk0 -period $clk_period [get_ports {clk}]

set non_clock_inputs [all_inputs -no_clocks]
set_input_delay [expr $clk_period * $clk_io_pct] -clock clk0 $non_clock_inputs
set_output_delay [expr $clk_period * $clk_io_pct] -clock clk0 [all_outputs]
```
==> results.txt <==
The following summarizes the physical implementation.

Power
Cell internal power was estimated by the tool at 4.06 mW. The completed layout was analyzed and its total power is 6.38 mW. Sequential cells account for 20.0% of the total power. Total power normalized to cell area comes to 3410 mW/mm². Per the breakdown, switching nets consume 36.3% of all power. In this run the VDD rail shows a maximum IR drop of 1.01 mV. In this run, the clock network consumes 7.8% of the power. The switching component of the power was reported as 2.32 mW.

The analysis attributes to cell leakage a power of 0.783 nW. Combinational logic burns 72.2% of the power.

Global routing
The largest net degree at the start of global routing is 12. The first global-routing pass estimated 4020 µm of wire. The number of global-route vias before repair is 871. The number of antenna violations at the first check in global routing was 0. The global route stage reports its total congestion overflow as 0. Overall routing resource usage recorded by global route was 4.85%.

STA
The final-report hold violation count is 0. After layout, the setup clock skew is reported as 0.00609 ns. For the final routed database, the setup TNS stands at -19.86 ns. The critical path in the final layout is reported with a setup slack of -2.82 ns. The minimum clock period after layout is 3.92 ns.

Looking at the max-slew report, the worst-margin pin has a slew of 0.296 ns. Setup repair after global routing could not meet its margin everywhere. From the final report, the count of setup violators was given as 23.

The relative slew slack is 79.7%. The final worst-path cycle share is 356%. The tightest hold path in the finished design has a slack of 0.133 ns. Pins over their slew limit in the final report were tallied at 0. For this run, the top clock speed supported by timing is 255 MHz.

Logic synthesis
The sequential area share after synthesis is 45.8%. The chip area estimate from yosys synthesis is 0.00113 mm². Per the post-synthesis stats, the area per cell is 12.5 µm². The total of warnings raised by yosys is 1.

The number of different library cells in the post-synthesis netlist is 31. In this run the cell area of the synthesized design comes to 0.00113 mm². The flop and latch count out of synthesis is 19.

Counting every instance in the synthesized netlist gives 90. The cell count listed in synth_stat.txt is 90.

Status
The checks that failed: negative setup slack. The run finished, with violations left.

Setup path
STA puts the critical path data arrival time at 4.07 ns. The worst endpoint required time is 1.25 ns. The critical path class is register to register. Per the timing report, the biggest fanout along the worst path comes to 3.

The kind of start point of the critical path is a register. The worst setup path is captured at a register.

Detailed routing
The detailed-route DRC error count is 0. The DRC marker count from the first detailed-route iteration is 57. The via count is 849.

The wire length recorded after detailed routing is 2460 µm. The detailed-router iteration count before antenna repair is 2. The count of antenna diodes in the layout is 0.

The routed length per instance is 11.0 µm. The number of nets with antenna violations after detailed routing is 0. Dividing the detail-routed via count by the number of cells gives 3.79.

Cells and area
The layout-stage area growth over the synthesis result is 66.3%. Of the cells placed in the final design, the portion with a size suffix greater than 1 is 57.1%. The total non-filler cell area in the finished layout is 0.00187 mm².

CTS
The tree is rooted in a clkbuf_8. TritonCTS created 3 clock buffers. The number of levels in the clock H-tree is 1.

The clock tree from TritonCTS is done. The number of sinks handled by clock tree synthesis is 19. Counting along the longest clock path gives a buffer depth of 2. The number of hold buffers added after CTS was 0.

The insertion delay at the late pin of the worst-skew pair is 0.26 ns. For reference, the clock transition at the flip-flops on the worst setup and hold paths is 0.08 ns.

Floorplan
The count of standard-cell rows is 29. In this run the standard cell core region covers 0.00628 mm². The horizontal extent of the die is 100 µm. The total die size is 0.0100 mm². The floorplan utilization is 17.9%. In this run the vertical extent of the chip is 100 µm. The count of boundary I/O pins is 19.

Job
The total of max-cap violations is 0. The tool warning count for the run is 29.

Placement
The number of buffers added on ports is 18. The placed wire-length estimate after detailed placement is 1890 µm. Setup slack on the worst path after placement came out at -2.82 ns. The placer's final routability congestion estimate is 0.810. The instance area after placement is 0.00168 mm².

Worst hold path
The class of the worst hold path is primary input to asynchronous set/reset pin.
Yosys cell counts (all sizes together):
library cell,number,share of area (%)
a31oi,1,0.56
o31ai,1,0.67
mux2,6,6.0
nor2,4,2.0
nand2b,4,2.2
xnor2,2,2.2
edfxtp,8,21
and4,1,1.0
or3,1,0.56
nand2,6,2.0
inv,11,3.7
a32o,1,0.89
o2111a,1,1.0
buf,2,0.89
o22ai,1,0.56
mux2i,4,3.9
a2bb2oi,2,2.7
nor3b,1,1.1
a22oi,1,0.67
ha,4,4.4
and2,1,0.56
nor3,1,0.89
a21oi,5,2.2
nor4,1,0.56
dfrtp,11,24
o2bb2ai,1,0.78
fa,6,11
o21ai,2,1.6
power groups by stage:
stage / registers (mW) / logic, mW / clock network, mW
CTS: 1.27 / 4.35 / 0.514
global route: 1.31 / 5.13 / 0.548
finish: 1.28 / 4.60 / 0.497
worst max-delay path, cell delays in order, from the launching register on:
cell and delay, ns:
dfrtp_1 0.43, xnor2_2 0.18, nor2_4 0.14, mux2_4 0.32, ha_4 0.26, a21oi_2 0.05
a2bb2oi_2 0.15, nand2b_4 0.15, fa_2 0.35, fa_2 0.34, fa_2 0.34, inv_2 0.06
fa_2 0.18, fa_2 0.19, fa_2 0.42, mux2_4 0.26
per-stage QoR:
step / cells / util, %
after floorplan: 90 / -
after global placement: 213 / 26.8
after detailed placement: 213 / 26.8
after CTS: 221 / 28.7
after global routing: 224 / 29.8
final: 224 / 29.8
worst paths after layout:
path,start,end,slack [ns],depth (start not counted)
min in group clk0,A0,cut_datapath.cut_reg_A.cut_reg_4.out$_DFFE_PP_,0.51,1
hold / removal,rst,cut_controller.cut_state.cut_reg_2.out$_DFF_PP0_,0.13,2
max in group asynchronous,cut_controller.cut_state.cut_reg_2.out$_DFF_PP0_,cut_datapath.cut_reg_out.cut_reg_1.out$_DFFE_PP0P_,0.11,7
hold reg to reg,cut_datapath.cut_reg_out.cut_reg_1.out$_DFFE_PP0P_,cut_datapath.cut_reg_out.cut_reg_1.out$_DFFE_PP0P_,0.56,2
setup reg to reg,cut_controller.cut_state.cut_reg_1.out$_DFF_PP0_,cut_datapath.cut_reg_out.cut_reg_2.out$_DFFE_PP0P_,-2.82,15
setup / recovery,cut_controller.cut_state.cut_reg_1.out$_DFF_PP0_,cut_datapath.cut_reg_out.cut_reg_2.out$_DFFE_PP0P_,-2.82,15
layout make-up:
type,instances,area [µm²]
fill,626,4400
multi-input combinational,58,661
clock buffer,3,41.3
inverter,11,46.3
sequential,19,515
tap,77,96.3
clock inverter,1,5.00
timing repair buffer,55,508
routing by layer:
metal  up-vias  GRT usage, %  wire length, µm
met3         4          1.46              115
met2        16          7.32             1080
met1       397          6.93             1230
li1        432             -                -
met5         -             0                0
met4         0         0.652               26
placed cells by master (no fill, tap or decap), drive strengths merged, types with 2 or more instances in the layout:
master,n
a21oi,5
a2bb2oi,2
buf,44
clkbuf,3
clkdlybuf4s50,10
dfrtp,11
edfxtp,8
fa,6
ha,4
inv,11
mux2,6
mux2i,4
nand2,6
nand2b,4
nor2,4
o21ai,2
xnor2,2
cells by family (layout without fill, tap and decap cells):
family                     after synthesis  count (layout)  share of synthesized area [%]
buffers and inverters                   13              70                           4.56
xor gates and xnor gates                 2               2                           2.22
muxes                                   10              10                           9.89
and+or+nand+nor                         20              20                           10.9
DFF                                     19              19                           45.8
adders and majority gates               10              10                           15.1
AOI/OAI and AO/OA                       16              16                           11.6
repair_timing:
action / in CTS / in global routing
setup endpoints to repair: 27 / 35
pin swaps: 0 / 1
setup buffers: 5 / 7
endpoints found under the hold margin: 0 / 0
resized: 41 / 13
No activity file was given, so power comes from the tool's default toggle rates.
